--- flow/design.v ---
module bcd_adder(
    input  [3:0] A, B,
    input  Cin,
    output [3:0] SUM,
    output Cout
);
    wire [4:0] temp;
    wire [4:0] corrected;
    assign temp = A + B + Cin;
    assign corrected = (temp > 9) ? (temp + 5'd6) : temp;
    assign SUM  = corrected[3:0];
    assign Cout = corrected[4];
endmodule
--- flow/run.sh ---
#!/bin/bash
# OpenROAD 26Q1-2900-gdf79404cd8, Yosys 0.63+post, stock flow scripts
make -C /OpenROAD-flow-scripts/flow DESIGN_CONFIG=/design/flow/config.mk WORK_HOME=/design/flow/orfs finish
--- flow/config.mk ---
export PLATFORM = sky130hd
export DESIGN_NAME = bcd_adder
export DESIGN_NICKNAME = bcd_adder
export VERILOG_FILES = /design/flow/design.v
export SDC_FILE = /design/flow/constraint.sdc
export NUM_CORES = 4
export LEC_CHECK = 1
export CORE_AREA = 10 10 70 70
export DIE_AREA = 0 0 80 80
--- flow/constraint.sdc ---
current_design bcd_adder

set clk_period 4.9
set clk_io_pct 0.2

create_clock -name clk0 -period $clk_period

set non_clock_inputs [all_inputs -no_clocks]
set_input_delay [expr $clk_period * $clk_io_pct] -clock clk0 $non_clock_inputs
set_output_delay [expr $clk_period * $clk_io_pct] -clock clk0 [all_outputs]
==> results.cfg <==
; physical design summary
[finish]
clock_buffers = 0
final_layout_size_suffix_gt1_frac = 0.261
synthToLayoutAreaGrowth_pct = 104
area.sequential_um2 = 0
ff_count = 0
final_util = 0.148

[floorplanning]
fp.dieW_um = 80
row_count = 21
chip_area_um2 = 6400
die.size.y_um = 80
io_pins = 14
floorplan.core_util = 0.0729
core_area_um2 = 3420

[final_timing]
slew_headroom = 0.688
hold_viol_final = 0
timing.fmax_mhz = 208
fin_hold_ws_ps = 2780
tightestPinTransition_ps = 468
worst_slack_ps = 82.1
final_max_slew_viol_count = 0
finalCritPeriodShare = 0.983
finalCriticalPeriod_ps = 4820
tns_ps = 0
setup_viol = 0

[worst_hold_path]
hold_class = input port to output port

[grt]
grt_usage = 0.0195
antenna_found_initial = 0
grt_pass1_wl_mm = 1.10
grt_pass1_vias = 263
grt_overflow = 0
grt_max_degree = 5

[place]
dpl_worst_slack_ps = -73.6
numPortBuffers = 14
hpwlAfterDp_um = 630
gp_congestion = 0.739

[yosys]
synth_chip_area_um2 = 249
synth_cell_types = 16
yosys_cells = 26
top_area_cell = ha_1
top_cells_by_area = ha_1, fa_1, o31ai_4
yosys_warnings = 0
top_cell = ha_1
netlist_area_um2 = 249
ys_seq_frac = 0
synth.top_cells.by_count = ha_1, a21oi_1
syn_area_per_cell_um2 = 9.58
synthCells = 26
yosys.area.top_type_share = 0.201

[setup_path]
cp_data_required_time_ps = 3920
arrival_ps = 3840
crit_end = SUM[3]
worst_setup_path_end_kind = output port
worstPathMaxFanout = 3
crit_start = A[0]
start_kind = input port
path_class = input port to output port

[detailed_routing]
postRouteAntennaNets = 0
viasPerCell = 2.86
firstDrtPassIters = 3
drc = 0
drtIter0Drc = 12
insertedDiodeCount = 0
via_count = 263
post_drt_wl_per_cell_um = 7.25
routed_wl_um = 667

[power_and_ir_drop]
p_leak_nw = 0.222
total_power_mw = 0.0914
irDropWorstVdd_mv = 0.0271
power_density_nw_per_um2 = 180

[flow_run]
warnings = 32
maxCapViolCount = 0

[cts]
cts_hold_buf = 0

[outcome]
outcome = finished clean
-- report_power, final --
| part | internal [mW] | leakage [nW] | switching, mW |
|---|---|---|---|
| registers | 0 | 0 | 0 |
| clock network | 0 | 0 | 0 |
| logic | 0.0596 | 0.222 | 0.0317 |
-- logic make-up after synthesis --
kind of cell,count (synthesis),synth area share
AND-OR/OR-AND,10,0.362
XOR/XNOR,2,0.0704
adder cells (fa/ha/maj),6,0.362
buffers and inverters,2,0.0302
multiplexers,2,0.0804
AND/OR/NAND/NOR,4,0.0955
-- per-layer routing --
metal / vias to the layer above / track usage / wire length [um]
met4: 0 / 0 / 0
met1: 113 / 0.0260 / 296
met2: 6 / 0.0353 / 336
met3: 0 / 0.00114 / 34
li1: 144 / - / -
met5: - / 0 / 0
-- metrics by stage --
| step | std cells | instance area (um^2) |
|---|---|---|
| finish | 92 | 507 |
| floorplan | 26 | 249 |
| CTS | 90 | 482 |
| global placement | 90 | 477 |
| global route | 92 | 507 |
| detailed placement | 90 | 477 |
-- cells in the final DEF (no fill, tap or decap), types with 2 or more instances in the layout --
cell type and instances:
a21oi_1 3, nor2b_1 2, xnor2_1 2, fa_2 2
inv_1 2, clkdlybuf4s50_1 11, ha_1 3, dlymetal6s2s_1 3
mux2i_1 2, buf_4 6
-- layout make-up --
class / count / area, um^2
well taps: 46 / 57.6
fillers: 386 / 2910
repair buffers: 20 / 193
inverters: 2 / 7.51
multi-input cells: 24 / 249
-- worst min path at each step --
stage / depth (start not counted) / from / endpoint
after CTS: 3 / Cin / SUM[0]
after global routing: 3 / B[0] / SUM[0]
final: 3 / B[0] / SUM[0]
-- worst max-delay path, stage by stage --
cell             delay (ps)
clkdlybuf4s50_1         420
fa_2                    360
fa_2                    520
inv_1                    50
ha_2                    160
nor2b_1                 120
a31o_2                  240
buf_4                   140
a2111oi_2               340
nor2b_1                  80
clkdlybuf4s50_1         410
-- timing repair --
item                                    in CTS  in global routing
gates resized                                2                  4
endpoints found under the setup margin       2                  3
setup buffers                                0                  2
gates cloned                                 0                  0
pin swaps                                    0                  2
Power figures rest on the tool's default switching activity, not on a simulated workload.
