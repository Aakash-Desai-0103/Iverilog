[./design.v]
module alu (input wire [1:0] op, input wire [15:0] i0, i1,
    output reg [15:0] o, output reg cout);
    always @(*) begin
        case (op)
            2'b00: {cout, o} = i0 + i1;
            2'b01: begin
                o = i0 & i1;
                cout = 1'b0;
            end
            2'b10: begin
                o = i0 | i1;
                cout = 1'b0;
            end
            2'b11: begin
                o = i0 ^ i1;
                cout = 1'b0;
            end
            default: begin
                o = 16'b0;
                cout = 1'b0;
            end
        endcase
    end
endmodule
[./run.sh]
#!/bin/bash
# OpenROAD 26Q1-2900-gdf79404cd8, Yosys 0.63+post, stock flow scripts
make -C /OpenROAD-flow-scripts/flow DESIGN_CONFIG=/design/flow/config.mk WORK_HOME=/design/flow/orfs finish
[./config.mk]
export PLATFORM = sky130hd
export DESIGN_NAME = alu
export DESIGN_NICKNAME = alu
export VERILOG_FILES = /design/flow/design.v
export SDC_FILE = /design/flow/constraint.sdc
export NUM_CORES = 4
export LEC_CHECK = 1
export CORE_AREA = 10 10 89 89
export DIE_AREA = 0 0 99 99
[./constraint.sdc]
current_design alu

set clk_period 8.5
set clk_io_pct 0.2

create_clock -name clk0 -period $clk_period

set non_clock_inputs [all_inputs -no_clocks]
set_input_delay [expr $clk_period * $clk_io_pct] -clock clk0 $non_clock_inputs
set_output_delay [expr $clk_period * $clk_io_pct] -clock clk0 [all_outputs]
==> Changelog: implementation <==
### Implementation results

* Cts repair resizes at 0
* DRC violations left at 0
* CP Launch Type: input port
* Die height at 99 um
* Die ar. at 9800 um^2
* Net Sw Frac at 45.0%
* DR WL/cell at 12.9 um
* Max VDD drop at 22.9 uV
* Iteration-0 DRC Markers at 78
* Synthesis area per yosys at 1630 um^2
* Layout area overhead at 35.1%
* Most instantiated logic cells after routing: clkdlybuf4s50_1, inv_1, ha_1
* Via count at 1742
* First-pass GRT wire length at 7650 um
* Maxcap violations at 0
* Max Fanout on Critical Path at 4
* Hold_buf cts at 0
* I/O Buffers at 51
* Design area at 2200 um^2
* CP cell instances: clkdlybuf4s50_1 -> ha_1 -> inv_1 -> fa_1 -> nor2b_1 -> o211ai_1 -> a21oi_1 -> a21oi_1 -> xnor2_1 -> mux4_2 -> clkdlybuf4s50_1
* Fillcell total at 619
* Layout cell share with drive strength beyond 1 at 5.34%
* Combinational share of power at 100.0%
* Critical path buffer and inverter count at 3
* Most frequent logic cell in the layout: clkdlybuf4s50_1
* DP Wirelength at 3740 um
* Antenna violations before repair at 0
* Clock power frac at 0%
* Final core utilization at 36.7%
* Hold slack at 4.51 ns
* Hold Path Cell Cnt at 5
* Required time of the worst setup path at 6.80 ns
* Setup TNS at 0 ns
* Worst-margin pin slew at 0.818 ns
* Yosys cell count at 239
* Internal at 0.0000727 W
* DP Area at 2200 um^2
* Registers at 0
* Vias in the first global route at 1696
* FP Util at 27.2%
* Post-DRT Antenna Nets at 0
* Register share after synthesis at 0%
* Log Warnings at 48
* GP Congestion at 0.891
* Clk_buf instances at 0
* DR pass1 iterations at 4
* Worst Hold Launch: i1[0]
* Worst path slowest cell: clkdlybuf4s50_1
* Sw Pwr at 0.0000594 W
* Fmax at 156 MHz
* Crit. End Element: output pin
* Final worst slack at 2.10 ns
* Pleak at 1.05 nW
* Status: completed
* Core area at 5990 um^2
* Crit Path Class: in -> out
* Mean Syn Cell Area at 6.82 um^2
* Logic cell area at 1420 um^2
* Seq. cell area at 0 um^2
* Synth warnings at 1
* HP Class: in -> out
* Total gr overflow at 0
* Cells after Synth at 239
* I/O pins at 51
* Tmin final at 6.40 ns
* Post-route clock period utilization at 75.2%
* Unrepaired setup endpoints after global routing: false
* Pwr dens at 60.0 nW/um^2
* Hold-critical path endpoint: o[0]
* Largest net degree at the start of global routing at 27
* Mapped Area at 1630 um^2
* Slew Limit Fails at 0
* Final WL at 4590 um
* Final setup viols at 0
* Tot GR Track Use at 8.92%
* Worst rel slew slack at 45.3%
* Die width at 99 um
* Final Hold Violation Tally at 0
* Crit-path max cell delay at 0.48 ns
* Antenna Cells at 0
* Post-Place Worst Slack at 2.08 ns
* Distinct lib cells used at 45
* Reg power frac at 0%
* Vias per cell at 4.89
* Std-Cell Rows at 28
* Post-CTS setup buffers at 0
* CP top delay family: buffers and inverters
* Arrival time at the worst endpoint at 4.70 ns
==> stage by stage <==
| stage | instances | total power (W) |
|---|---|---|
| floorplan | 239 | 0.0000776 |
| global placement | 356 | 0.000132 |
| detailed placement | 356 | 0.000133 |
| CTS | 356 | 0.000134 |
| global route | 356 | 0.000149 |
| finish | 356 | 0.000132 |
==> routing by layer <==
layer	up-vias	GRT usage, %	routed length (um)	share of wire (%)
li1	914	-	-	-
met3	0	1.27	207	4.5
met5	-	0	0	0
met2	39	15.3	2100	46
met4	0	0	0	0
met1	789	12.2	2280	50
==> worst max path at each step <==
stage	from	cells after the start	slack, ns	to
global route	i1[0]	11	1.90	o[10]
finish	i1[0]	11	2.10	o[10]
CTS	i1[0]	11	2.06	o[10]
==> power groups by stage <==
stage / registers, W / logic (W) / clock network (W)
6_report: 0 / 0.000132 / 0
5_1_grt: 0 / 0.000149 / 0
4_1_cts: 0 / 0.000134 / 0
==> Yosys cell counts, types with 3 or more instances <==
cell type  instances  area share (%)
a211oi_1           4             1.8
a21o_1             6             2.8
a21oi_1           26             8.0
a221oi_1           3             1.6
a22oi_1            4             1.8
and3_1             3             1.2
clkbuf_1           8             1.8
ha_1              32              25
inv_1             44              10
mux2_2             3             2.1
mux2i_1            6             3.7
mux4_2             4             5.5
nand2_1           16             3.7
nand3_1            3            0.92
nor2_1            16             3.7
nor2b_1            8             3.1
nor3_1             6             1.8
o2111ai_1          3             1.6
o21ai_0           13             4.0
xnor2_1            3             1.6
==> tightest hold or removal path: stages <==
cell and delay [ns]:
clkdlybuf4s50_1 0.42, inv_1 0.07, ha_1 0.14, a221oi_1 0.07, clkdlybuf4s50_1 0.41
==> cell type report <==
cell class	count	share of cell area, %
Multi-Input combinational cell	184	64.4
Tap cell	75	4.26
Inverter	44	7.50
Timing Repair Buffer	53	23.9
==> cell families (layout without fill, tap and decap cells) <==
kind of cell / Yosys count / in the layout / synth area share (%)
AND-OR/OR-AND: 73 / 73 / 29.3
AND/OR/NAND/NOR: 61 / 61 / 18.4
buffers and inverters: 55 / 97 / 13.1
adder cells (fa/ha/maj): 33 / 33 / 25.8
multiplexers: 13 / 13 / 11.3
XOR/XNOR: 4 / 4 / 2.15
No activity file was given, so power comes from the tool's default toggle rates.
