File: flow/design.v
module fulladd (
    input  wire a, b, cin,
    output wire sum, cout
);
    assign sum  = a ^ b ^ cin;
    assign cout = (a & b) | (b & cin) | (a & cin);
endmodule
module fulladdR (
    input  wire [3:0] a, b,
    input  wire       cin,
    output wire [3:0] sum,
    output wire       cout
);
wire [2:0] c;
fulladd u0 (a[0], b[0], cin,   sum[0], c[0]);
fulladd u1 (a[1], b[1], c[0],  sum[1], c[1]);
fulladd u2 (a[2], b[2], c[1],  sum[2], c[2]);
fulladd u3 (a[3], b[3], c[2],  sum[3], cout);
endmodule
File: flow/run.sh
#!/bin/bash
# OpenROAD 26Q1-2900-gdf79404cd8, Yosys 0.63+post, stock flow scripts
make -C /OpenROAD-flow-scripts/flow DESIGN_CONFIG=/design/flow/config.mk WORK_HOME=/design/flow/orfs finish
File: flow/config.mk
export PLATFORM = sky130hd
export DESIGN_NAME = fulladdR
export DESIGN_NICKNAME = fulladdR
export VERILOG_FILES = /design/flow/design.v
export SDC_FILE = /design/flow/constraint.sdc
export NUM_CORES = 4
export LEC_CHECK = 1
export CORE_AREA = 10 10 70 70
export DIE_AREA = 0 0 80 80
File: flow/constraint.sdc
current_design fulladdR

set clk_period 3.8
set clk_io_pct 0.2

create_clock -name clk0 -period $clk_period

set non_clock_inputs [all_inputs -no_clocks]
set_input_delay [expr $clk_period * $clk_io_pct] -clock clk0 $non_clock_inputs
set_output_delay [expr $clk_period * $clk_io_pct] -clock clk0 [all_outputs]
==> impl_metrics.yaml <==
# synthesis and place-and-route metrics
synth:
  synth.cellmix.compoundShare_pct: 0
  synth-warning-count: 0
  netlist.top_cell.by_instances: "sky130_fd_sc_hd__inv_1"
  yosys.area.top_type_share_pct: 54.24
  synthAdderAreaFrac_pct: 54.24
  synthCells: 18
  yosys-stat-cells: 18
  avg_cell_area_syn_um2: 8.202
  ys_types: 3
  synthTopCellsByArea: "sky130_fd_sc_hd__fa_1, sky130_fd_sc_hd__inv_1, sky130_fd_sc_hd__buf_4"
  ys_sh_mux_pct: 0
  yosys_area_um2: 147.6
  synthXorXnorAreaFrac_pct: 0
  top_cells_by_count: "sky130_fd_sc_hd__inv_1, sky130_fd_sc_hd__buf_4, sky130_fd_sc_hd__fa_1"
  mappedNetlistArea_um2: 147.6
  ys_seq_share_pct: 0
  ys_sh_simple_pct: 0
  synthDominantAreaCellType: "sky130_fd_sc_hd__fa_1"
  top_logic_kind: "adder cells"
cells_and_area:
  clkbuf_count: 0
  seq_cells: 0
  drive_above_1_share_pct: 25.00
  logic_area_um2: 87.58
  area_growth_syn_to_layout_pct: 116.9
  nFillCells: 407
  seq_area_um2: 0
  final_design_area_excluding_fillers_um2: 320.3
routing:
  m1WireLength_um: 217
  num_antenna_cells: 0
  drt-pass1-iter-count: 1
  routed_wirelength_um: 393
  remaining_drc_errors: 0
  dr_total_vias: 116
  met2_wirelength_um: 62
  highest_metal_layer_used_by_the_detailed_router: "met3"
  post_drt_via_cell_ratio: 1.568
  drt_iter0_markers: 0
  wire_per_inst_um: 5.311
  dr_wl_met3_um: 113
  antenna_violating_nets_post_route: 0
sta:
  setup_viol_count_final: 0
  period_needed_ns: 3.644
  final_min_period_over_clock_period_pct: 95.91
  worst_slew_pin_slew_ns: 0.09765
  report.final.slew_viol_count: 0
  max_freq_mhz: 274.4
  report.final.hold_viol_count: 0
  grt_setup_unrepaired: "no"
  worst_slew_margin_rel_pct: 93.47
worst_setup_path:
  setup.worst_path.class: "input port to primary output"
  cp_data_required_time_ns: 3.04
  timing.critical_path.cells: "clkdlybuf4s50_1 -> inv_2 -> fa_2 -> inv_2 -> fa_2 -> fa_2 -> inv_2 -> fa_1 -> inv_1 -> dlygate4sd2_1"
  critPathArrivalTime_ns: 2.88
  startpoint_type: "input port"
  critical_path_sink_type: "primary output"
  critical_path.slowest_cell: "sky130_fd_sc_hd__fa_1"
  critical_path_peak_fanout: 1
  slowest_delay_ns: 0.49
place:
  place_congestion: 0.7463
  detailed_place.area_um2: 315.3
  placement.io_buffers: 14
  detailed_place_hpwl_um: 387
power_and_ir_drop:
  vdd_ir_drop_max_mv: 0.02748
  cellLeakagePower_uw: 0.0001332
  post-layout-total-power_uw: 36.38
  power_density_normalized_to_cell_area_nw_per_um2: 113.6
hold_path:
  holdPathEnd: "sum[3]"
  min_path_type: "input port to primary output"
  worst_hold_startpoint: "b[3]"
  whs_path_depth: 5
floorplan:
  core.rowCount: 21
  floorplan.core_util_pct: 4.322
  ios: 14
  floorplan.die.width_um: 80
  core_area_um2: 3416
  fp.dieArea_um2: 6400
  chipHeight_um: 80
cts:
  post_cts.repair.setup_buffers: 0
global_route:
  antenna_found_initial: 0
  grt_pass1_vias: 137
  grt_overflow_total: 0
  largest_net_degree_at_the_start_of_global_routing: 2
  grt_util_all_layers_pct: 1.183
  grt_first_pass_wirelength_um: 600
run_status:
  status: "finished, final reports clean"
job:
  tool_warnings: 32
  timing.max_cap.violations: 0
## how the worst max path moves through the flow
stage,startpoint,to,slack [ns],depth (start not counted)
after CTS,b[0],sum[3],0.10,10
after global routing,b[0],sum[3],0.007,10
final,cin,sum[3],0.16,10
## per-stage QoR
| stage | cells | hold slack [ns] | util [%] | setup slack [ns] | TNS (ns) |
|---|---|---|---|---|---|
| 6_report | 74 | 2.383 | 9.377 | 0.1556 | 0 |
| 5_1_grt | 74 | 2.426 | 9.377 | 0.007165 | 0 |
| 4_1_cts | 74 | 2.402 | 9.377 | 0.1006 | 0 |
| 3_5_place_dp | 74 | 2.559 | 9.231 | -0.1687 | -0.1687 |
| 3_3_place_gp | 74 | 2.561 | 9.231 | -0.1848 | -0.1848 |
| 2_1_floorplan | 18 | 1.737 | - | 0.7032 | 0 |
## final cells by class
class,count,share of cell area [%]
multi-input combinational,4,27.34
timing repair buffer,14,42.97
inverter,10,11.72
tap,46,17.97
## what timing repair did
item | in CTS | in global routing
resized | 9 | 0
hold buffers | 0 | 0
endpoints found under the setup margin | 2 | 1
pin swaps | 4 | 1
cloned | 0 | 0
## placed cells by master, fill, tap and decap left out, drive strengths merged
cell type,n
dlygate4sd2,2
clkdlybuf4s50,12
fa,4
inv,10
## critical path: cells and delay by family
| family | cells | cell delay (ns) |
|---|---|---|
| adder cells (fa/ha/maj) | 4 | 1.26 |
| buffers and inverters | 6 | 0.87 |
## cells by family (layout without fill, tap and decap cells)
group / count (synthesis) / count (layout)
adder cells (fa/ha/maj): 4 / 4
buffers and inverters: 14 / 24
## report_power, final
part | total [µW] | internal (µW) | switching (µW)
clock network | 0 | 0 | 0
logic | 36.4 | 25.6 | 10.8
registers | 0 | 0 | 0
total | 36.4 | 25.6 | 10.8
## per-layer routing
metal / vias to the layer above / global-route usage (%)
li1: 60 / -
met1: 42 / 2.003
met2: 14 / 1.043
met3: 0 / 0.9091
met4: 0 / 0
met5: - / 0
